==> flow/design.v <==
`timescale 1ns / 1ps
module detection(
    input din_bit,
    input clk,
    input rst_n,
    output reg detect_out
    );
    reg [2:0] state;
    reg [2:0] next_state;
    parameter  start = 3'b000;
    parameter  st1 = 3'b001;
    parameter  st2 = 3'b010;
    parameter  st3 = 3'b011;
    parameter  st4 = 3'b100;    
    always @(*) begin
        next_state = state;
        case (state)
            start : if(!din_bit) next_state = st1; 
				st1 : if(din_bit) next_state = st2;         
				st2 : begin if(din_bit) next_state = st3;
                  else next_state = st1;end
				st3 : begin if(!din_bit) next_state = st4;
                  else next_state = start;end
				st4 : begin if (din_bit) next_state = st2;
                  else next_state = st1;end
            default : next_state = start;
        endcase
    end
    always @(posedge clk or negedge rst_n)begin
        if(!rst_n) begin
            state <= start; 
        end else begin 
				state <= next_state;
					if (next_state == st4) detect_out <= 1'b1;
					else detect_out <= 0;
				end
    end
endmodule
==> flow/run.sh <==
#!/bin/bash
# OpenROAD 26Q1-2900-gdf79404cd8, Yosys 0.63+post, stock flow scripts
make -C /OpenROAD-flow-scripts/flow DESIGN_CONFIG=/design/flow/config.mk WORK_HOME=/design/flow/orfs finish
==> flow/config.mk <==
export PLATFORM = sky130hd
export DESIGN_NAME = detection
export DESIGN_NICKNAME = detection
export VERILOG_FILES = /design/flow/design.v
export SDC_FILE = /design/flow/constraint.sdc
export NUM_CORES = 4
export LEC_CHECK = 1
export CORE_AREA = 10 10 70 70
export DIE_AREA = 0 0 80 80
==> flow/constraint.sdc <==
current_design detection

set clk_period 1.5
set clk_io_pct 0.2

create_clock -name clk0 -period $clk_period [get_ports {clk}]

set non_clock_inputs [all_inputs -no_clocks]
set_input_delay [expr $clk_period * $clk_io_pct] -clock clk0 $non_clock_inputs
set_output_delay [expr $clk_period * $clk_io_pct] -clock clk0 [all_outputs]
==> impl_metrics.toml <==
# synthesis and place-and-route metrics
[clock_tree]
clockBufferDepth = 2
cts_tree = "yes"
ctsHoldBuffers = 0
post-cts-setup-buffers = 0
clock-root-buffer = "clkbuf_4"
post_cts_resized = 0
htreeDepth = 1
cts_buffers = 3
clk_pin_slew_ps = 50
insertion_delay_ps = 240
cts.sinks = 6

[logic_synthesis]
synthCells = 13
ys_warn_count = 1
avgSynthCellArea_sq_um = 15.9
synthAoiAreaFrac = 0.0727
ys_seq_share = 0.758
mux_area_frac = 0
top_logic_kind = "simple AND/OR/NAND/NOR gates"
yosysChipArea_sq_um = 206
ys_ff = 6
adder_share = 0
simple_gate_share = 0.170
yosysCellCount = 13
yosysUniqueCellTypes = 8
xor_share = 0
syn-cell-area_sq_um = 206

[global_route]
grt_max_degree = 6
grt_pass1_wl_microns = 586
grt-ovfl-total = 0
grt_antenna_before_repair = 0
grt_pass1_vias = 143
grt_util_all_layers = 0.0116

[worst_setup_path]
critPathRequiredTime_ps = 1200
crit_buf_inv = 1
critPathMaxStageDelay_ps = 460
crit_chain = "clkdlybuf4s50_1"
worst-path-stages = 1
r2r-end = "detect_out"
ff2ff_path_depth = 2
startpoint_type = "register"
slowest_stage = "clkdlybuf4s50_1"
reg2reg_slack_ps = 520
crit_arrival_ps = 1010
path_delay_family = "buffers and inverters"
endpoint_kind = "output pin"
cp_max_fo = 1
crit_type = "register to output pin"
rr_startpoint = "state[1]"

[detailed_routing]
drt_iter0_drc = 5
antenna_cells = 0
routedWlPerCell_microns = 4.96
drt-vias-per-instance = 1.96
drt_drc_violations_left = 0
wl_microns = 332
route.vias.total = 131
antenna_left = 0
drt_first_pass_iters = 2

[sta]
finClkSkew_ps = 3.44
worst_pin_slew_ps = 246
rsz0062_at_grt = "false"
hold_violations = 0
tns_ps = 0
slew_violations = 0
relSlewSlack = 0.834
fmax_ghz = 0.761
fin_crit_ps = 1310
period_used_share = 0.876
setup_viol = 0
worst_slack_ps = 185

[floorplan]
initial_core_util = 0.0604
pin_count = 4
rows = 21
core_sq_um = 3420
die_w_microns = 80
die_h_microns = 80
die-area_sq_um = 6400

[cells_and_area]
fillCellCount = 397
final_cell_mix = "dfrtp_1 (4), clkbuf_4 (3), clkdlybuf4s50_1 (3)"
fin_util = 0.0960
layout_top_cell = "dfrtp_1"
drive_above_1_share = 0.286
final_cell_area_sq_um = 328
area_growth_pct = 58.8
combGateArea_sq_um = 50.0
seq_area_sq_um = 156

[placement]
dpl_cell_area_sq_um = 302
pre_cts_ws_ps = 174
hpwl_microns = 246
portBuffers = 3
globalplace.congestion = 0.735

[power]
p_leak_nw = 0.126
powerDensity_nw_per_um2 = 1130
total_power_w = 0.000372
vdd_drop_max_mv = 0.203

[outcome]
status = "complete, no violations"

[flow_run]
maxCapViolations = 0
warnings = 25

[min_path]
holdCritPathClass = "input port to async pin"
==> flip-flops by register name, indices dropped and copies added (netlist names) <==
name	count
detect_out	1
state	5
==> cell families (layout without fill, tap and decap cells) <==
family	after synthesis	after routing
flip-flops	6	6
AND/OR/NAND/NOR	5	5
AND-OR/OR-AND	2	2
buffers and inverters	0	8
==> report_power, final <==
group	internal (W)	switching (W)	total, W
Sequential	0.000177	0.00000565	0.000183
Clock	0.000101	0.0000614	0.000162
Combinational	0.0000169	0.0000102	0.0000270
Total	0.000295	0.0000772	0.000372
==> how the worst max path moves through the flow <==
| stage | startpoint | end | slack [ps] |
|---|---|---|---|
| after CTS | detect_out | detect_out | 170 |
| after global routing | detect_out | detect_out | 130 |
| final | detect_out | detect_out | 190 |
==> per-layer routing <==
layer | routed length, microns | vias to the layer above | track usage
met1 | 149 | 62 | 0.0135
met5 | 0 | - | 0
met4 | 5 | 0 | 0.00352
met2 | 115 | 6 | 0.0136
met3 | 62 | 2 | 0.0125
li1 | - | 61 | -
==> cells in the mapped netlist <==
master    instances  area [sq um]
and2_1            2          12.5
dfrtp_1           4           100
dfstp_2           1          26.3
edfxtp_1          1          30.0
nor2_1            1          3.75
nor2b_1           1          6.26
nor4_2            1          12.5
o21a_1            2          15.0
==> layout make-up <==
cell class,instances,area share
well taps,46,0.176
flip-flops and latches,6,0.477
repair buffers,4,0.115
multi-input cells,7,0.153
clock buffers,4,0.0802
==> per-stage QoR <==
step / cells / hold WS (ps)
3_5_place_dp: 63 / 485
2_1_floorplan: 13 / 4.41
6_report: 67 / 361
5_1_grt: 67 / 350
4_1_cts: 67 / 358
3_3_place_gp: 63 / 479
