File: design/flow/config.mk
export PLATFORM = sky130hd
export DESIGN_NAME = full_adder_4bit
export DESIGN_NICKNAME = full_adder_4bit
export VERILOG_FILES = /design/flow/design.v
export SDC_FILE = /design/flow/constraint.sdc
export NUM_CORES = 4
export LEC_CHECK = 1
export CORE_AREA = 10 10 70 70
export DIE_AREA = 0 0 80 80
File: design/flow/constraint.sdc
current_design full_adder_4bit

set clk_period 4.8
set clk_io_pct 0.2

create_clock -name clk0 -period $clk_period

set non_clock_inputs [all_inputs -no_clocks]
set_input_delay [expr $clk_period * $clk_io_pct] -clock clk0 $non_clock_inputs
set_output_delay [expr $clk_period * $clk_io_pct] -clock clk0 [all_outputs]
File: design/flow/design.v
module full_adder (a,b,cin,sum,cout);
input a,b,cin;
output sum,cout;
wire w1,w2,w3;
half_adder U1(.a(a), .b(b), .sum(w1), .cout(w2));
half_adder U2(.a(w1), .b(cin), .sum(sum), .cout(w3));
or (cout,w2,w3);
endmodule
module half_adder (a,b,sum,cout);
input a,b;
output sum,cout;
assign sum = a^b;
assign cout = a&b;
endmodule
module bin7seg (qout,seg_out);
input [3:0] qout;
output [6:0] seg_out;
reg [6:0] seg_out;
always@(*)
	begin
		case(qout)
			4'b0000 : seg_out <= 7'b100_0000;  
			4'b0001 : seg_out <= 7'b111_1001;  
			4'b0010 : seg_out <= 7'b010_0100;  
			4'b0011 : seg_out <= 7'b011_0000;  
			4'b0100 : seg_out <= 7'b001_1001;  
			4'b0101 : seg_out <= 7'b001_0010;  
			4'b0110 : seg_out <= 7'b000_0010;  
			4'b0111 : seg_out <= 7'b101_1000;  
			4'b1000 : seg_out <= 7'b000_0000;  
			4'b1001 : seg_out <= 7'b001_0000;  
			4'b1010 : seg_out <= 7'b000_1000;  
			4'b1011 : seg_out <= 7'b000_0011;  
			4'b1100 : seg_out <= 7'b100_0110;  
			4'b1101 : seg_out <= 7'b010_0001;  
			4'b1110 : seg_out <= 7'b000_0100;  
			4'b1111 : seg_out <= 7'b000_1110;  
			default : seg_out <= 7'b100_0000;  
		endcase
	end
endmodule
  module full_adder_4bit (a,b,sel,seg_out1,seg_out2,led);
 input [3:0] a,b;
 input sel;
 output [6:0] seg_out1,seg_out2;
 output [7:0] led;
 reg [7:0] led;
 wire [2:0] Wcout;
 wire [3:0] bin,sum; 
 wire cout; 
 full_adder ADD1 (.a(a[0]),.b(bin[0]),.cin(sel),.sum(sum[0]),.cout(Wcout[0]));
 full_adder ADD2 (.a(a[1]),.b(bin[1]),.cin(Wcout[0]),.sum(sum[1]),.cout(Wcout[1]));
 full_adder ADD3 (.a(a[2]),.b(bin[2]),.cin(Wcout[1]),.sum(sum[2]),.cout(Wcout[2]));
 full_adder ADD4 (.a(a[3]),.b(bin[3]),.cin(Wcout[2]),.sum(sum[3]),.cout(cout));
 assign bin[0] = b[0]^sel;
 assign bin[1] = b[1]^sel; 
 assign bin[2] = b[2]^sel;
 assign bin[3] = b[3]^sel;
 bin7seg SEG_SUM (.qout(sum), .seg_out(seg_out1));
 bin7seg SEG_Cout (.qout(cout), .seg_out(seg_out2));
 always@(*)begin
    led[0] = a[0];
	led[1] = a[1];
	led[2] = a[2];
	led[3] = a[3];
	led[4] = b[0];
	led[5] = b[1];
	led[6] = b[2];
	led[7] = b[3];
end
 endmodule
File: design/flow/run.sh
#!/bin/bash
# OpenROAD 26Q1-2900-gdf79404cd8, Yosys 0.63+post, stock flow scripts
make -C /OpenROAD-flow-scripts/flow DESIGN_CONFIG=/design/flow/config.mk WORK_HOME=/design/flow/orfs finish
==> impl_metrics.ini <==
; synthesis and place-and-route metrics
[placement]
gp_congestion = 0.681
post-dp-hpwl_mm = 1.09
pre_cts_slack_ns = -0.0776
port_buffers = 28

[sta]
max_slew_margin_pct = 65.7
max_clock_freq_mhz = 215
timing_hold_violations_final = 0
whs_ns = 2.75
tightest_slew_ns = 0.511
count_of_pins_over_their_slew_limit = 0
rsz0062_at_grt = false
fin_crit_ns = 4.65
finalWorstSetupSlack_ns = 0.152
setup_viol = 0
finalCritPeriodShare_pct = 96.8

[yosys]
synth_cells = 57
ys_cells = 57
yosys-stat-area_um2 = 483
syn-mean-instance-area_um2 = 8.47
yosys.stat.seqShare_pct = 0
synthesis.area_um2 = 483
synth_cell_type_count = 18
synth.yosys.warnings = 3

[setup_path]
required_ns = 3.84
critical_path_cell_with_the_highest_stage_delay = sky130_fd_sc_hd__fa_2
crit_path_frequent_cell = sky130_fd_sc_hd__fa_2
type_of_the_setup_path_with_the_least_slack = primary input to output port
critical_path.cell_chain = clkdlybuf4s50_1 -> xnor2_1 -> fa_2 -> fa_2 -> fa_2 -> buf_6 -> mux4_2 -> clkdlybuf4s50_1
critPathBufInv = 3
crit_fanout = 8
cell_type_group_with_the_largest_total_delay_on_the_critical_path = adder cells
cp.arrival_ns = 3.69
crit_path_max_incr_delay_ns = 0.56
worstSetupEndpointType = output port
critical_path_startpoint_category = primary input

[job]
warnings = 36
cap_viol_max_count = 0

[min_path]
hold_class = primary input to output port
hold_depth = 2
holdPathEnd = led[1]
min-delay-start = a[1]

[drt]
drt_wl_total_mm = 1.19
ant_nets = 0
route.vias.total = 384
vias_per_cell = 3.20
tritonroute_pass_1_iters = 3
route.antenna.diode_count = 0
routedWlPerCell_um = 9.90
post_route_drc = 0
drt_first_iter_violations = 12

[layout]
utilization_pct = 21.8
flops = 0
area_growth_pct = 53.9
share_of_layout_cells_above_drive_strength_1_pct = 13.5
nClkBuffers = 0
final_layout_top_logic_cell = sky130_fd_sc_hd__clkdlybuf4s50_1
layout_top_cells = sky130_fd_sc_hd__clkdlybuf4s50_1, sky130_fd_sc_hd__inv_1, sky130_fd_sc_hd__ha_1
area.sequential_um2 = 0

[global_routing]
grt_start_max_net_pins = 9
grt_pass1_wl_mm = 1.96
grt_antenna_before_repair = 0
global_route.overflow_total = 0
grt_use_total_pct = 3.62
grt_pass1_vias = 447

[floorplan]
floorplan.die_area_um2 = 6400
coreArea_um2 = 3420
die_y_um = 80
pin_count = 31
floorplan.die.width_um = 80
core_util_floorplan_pct = 14.1
placement_rows = 21

[power_and_ir_drop]
power_density_nw_per_um2 = 222
p_total_uw = 165
leakagePower_nw = 0.306
irDropWorstVdd_mv = 0.0534

[clocking]
post_cts_buffers = 0
holdBufCountCts = 0

[outcome]
status = completed
## where the power goes
part / total (mW) / internal, mW / switching [mW]
sequential: 0 / 0 / 0
combinational: 0.165 / 0.106 / 0.0594
clock: 0 / 0 / 0
total: 0.165 / 0.106 / 0.0594
## stage by stage
stage               cell area (um2)  TNS [ns]  cells
global placement                731   -0.0576    120
global route                    743         0    120
floorplan                       487         0     58
CTS                             733         0    120
finish                          743         0    120
detailed placement              731    -0.134    120
## repair_timing
item                       CTS  global route
pin swaps                    1             1
gates resized                4             4
setup endpoints to repair    5             6
## logic make-up (layout without fill, tap and decap cells)
| kind of cell | after synthesis | count (layout) | synth area share (%) |
|---|---|---|---|
| mux | 4 | 4 | 10.9 |
| fa+ha+maj | 9 | 9 | 28.0 |
| other cells | 2 | 3 | 1.55 |
| buf+inv | 25 | 41 | 33.4 |
| xor+xnor | 5 | 5 | 9.07 |
| simple gates | 6 | 6 | 8.03 |
| compound gates | 6 | 6 | 9.07 |
## worst max-delay path by stage
stage     cells after the start           to  slack (ns)  start
6_report                      8  seg_out1[3]        0.15   b[1]
5_1_grt                       9  seg_out1[0]        0.01   b[1]
4_1_cts                       9  seg_out1[0]        0.04   b[1]
## Yosys cell counts
library cell / number / area share, %
sky130_fd_sc_hd__buf_4: 16 / 25
sky130_fd_sc_hd__inv_1: 8 / 6.2
sky130_fd_sc_hd__ha_1: 6 / 16
sky130_fd_sc_hd__xnor2_1: 4 / 7.3
sky130_fd_sc_hd__fa_1: 3 / 12
sky130_fd_sc_hd__mux2i_1: 3 / 6.2
sky130_fd_sc_hd__nand3b_1: 3 / 4.7
sky130_fd_sc_hd__conb_1: 2 / 1.6
sky130_fd_sc_hd__o211ai_1: 2 / 3.1
sky130_fd_sc_hd__o2bb2ai_1: 2 / 3.6
sky130_fd_sc_hd__buf_6: 1 / 2.3
sky130_fd_sc_hd__mux4_2: 1 / 4.7
sky130_fd_sc_hd__nand2_1: 1 / 0.78
sky130_fd_sc_hd__nor2_1: 1 / 0.78
sky130_fd_sc_hd__o21ai_0: 1 / 1.0
sky130_fd_sc_hd__o22ai_1: 1 / 1.3
sky130_fd_sc_hd__or3b_1: 1 / 1.8
sky130_fd_sc_hd__xor2_1: 1 / 1.8
## final cells by class
cell class         instances  area (um2)
fillers                  379        2670
inverters                  8        30.0
multi-input cells         33         337
well taps                 46        57.6
repair buffers            33         319
## layer usage
| metal | share of wire (%) | global-route usage [%] | vias up |
|---|---|---|---|
| met5 | 0 | 0 | - |
| met4 | 0 | 0 | 0 |
| met3 | 24 | 3.30 | 0 |
| met2 | 24 | 3.77 | 29 |
| met1 | 52 | 5.36 | 157 |
| li1 | - | - | 198 |
Power and IR drop assume default switching activity.
